**./run.sh**
```bash
#!/bin/bash
# OpenROAD 26Q1-2900-gdf79404cd8, Yosys 0.63+post, stock flow scripts
make -C /OpenROAD-flow-scripts/flow DESIGN_CONFIG=/design/flow/config.mk WORK_HOME=/design/flow/orfs finish
```
**./config.mk**
```make
export PLATFORM = sky130hd
export DESIGN_NAME = sort_avalon
export DESIGN_NICKNAME = sort_avalon
export VERILOG_FILES = /design/flow/design.v
export SDC_FILE = /design/flow/constraint.sdc
export NUM_CORES = 4
export LEC_CHECK = 1
export CORE_UTILIZATION = 30
```
**./constraint.sdc**
```tcl
current_design sort_avalon

set clk_period 6.5
set clk_io_pct 0.2

create_clock -name clk0 -period $clk_period [get_ports {clk_i}]

set non_clock_inputs [all_inputs -no_clocks]
set_input_delay [expr $clk_period * $clk_io_pct] -clock clk0 $non_clock_inputs
set_output_delay [expr $clk_period * $clk_io_pct] -clock clk0 [all_outputs]
```
**./design.v**
```verilog
module sort_avalon #(
  parameter DWIDTH      = 6,
  parameter MAX_PKT_LEN = 10
)(
  input logic               clk_i,
  input logic               srst_i,
  input  logic              src_ready_i,
  input  logic [DWIDTH-1:0] snk_data_i,
  input  logic              snk_valid_i,
  input  logic              snk_startofpacket_i,
  input  logic              snk_endofpacket_i,
  output logic [DWIDTH-1:0] src_data_o,
  output logic              src_valid_o,
  output logic              src_startofpacket_o,
  output logic              src_endofpacket_o,
  output logic              snk_ready_o
);
logic [DWIDTH-1:0] memory [MAX_PKT_LEN-1:0];
logic [$clog2(MAX_PKT_LEN):0] written_words, read_sort_word;
logic [$clog2(MAX_PKT_LEN):0] sorted_word,   read_words;
logic [DWIDTH-1:0]            word,          temp_word;
logic                         flag;
logic we_a, we_b;
logic re_a, re_b;
typedef enum logic [2:0] {INPUT_TRANS_S, READ_FROM_MEM_S, SORTING_DATA_S, WRITE_TO_MEM_S, OUTPUT_TRANS_S} state_type;
state_type state, next_state;
assign we_a = ( ( state == INPUT_TRANS_S ) && snk_valid_i );
assign re_a = ( ( next_state == OUTPUT_TRANS_S ) || ( state == OUTPUT_TRANS_S ) );
assign we_b = ( state == WRITE_TO_MEM_S );
assign re_b = ( state == READ_FROM_MEM_S );
always_ff @( posedge clk_i )
  begin
    if( srst_i )
      state <= INPUT_TRANS_S;
    else
      state <= next_state;
  end
always_comb
  begin
    next_state = state;
    case( state )
      INPUT_TRANS_S:
        begin
          if( snk_valid_i && snk_endofpacket_i )
            next_state = SORTING_DATA_S;
        end
      SORTING_DATA_S:
        begin
          if( read_sort_word == ( written_words - 1 ) && read_sort_word == sorted_word || ( read_sort_word == ( written_words ) ) )
            next_state = OUTPUT_TRANS_S;
          else
            if( memory[read_sort_word] < memory[sorted_word] )
              next_state = READ_FROM_MEM_S;
        end
      READ_FROM_MEM_S:
        begin
          next_state = WRITE_TO_MEM_S;
        end
      WRITE_TO_MEM_S:
        begin
          if( read_sort_word == sorted_word )
            next_state = SORTING_DATA_S;
          else
            next_state = READ_FROM_MEM_S;
        end
      OUTPUT_TRANS_S:
        begin
          if( src_endofpacket_o )
            next_state = INPUT_TRANS_S;
        end
      default: next_state = INPUT_TRANS_S;
    endcase
  end
always_ff @( posedge clk_i )
  begin
    if( srst_i )
      written_words <= '0;
    else
      begin
        if( state == INPUT_TRANS_S )
          if( snk_valid_i )
            written_words <= written_words + 1'(1);
        if( state == OUTPUT_TRANS_S )
          if( src_endofpacket_o )
            written_words <= '0;
      end
  end
always_ff @( posedge clk_i )
  begin
    if( srst_i )
      read_words <= '0;
    else
      begin
        if( re_a )
          if( read_words < written_words )
            read_words <= read_words + 1'(1);
        else
          read_words <= '0;
      end
  end
always_ff @( posedge clk_i )
  begin
    if( we_a )
      memory[written_words] <= snk_data_i;
    else
      if( re_a )
        src_data_o <= memory[read_words];
  end
always_ff @( posedge clk_i )
  begin
    if( srst_i )
      flag <= 1'b0;
    else
      begin
        if( we_b )
          flag <= 1'b1;
        if( next_state == SORTING_DATA_S )
          flag <= 1'b0;
      end
  end
always_ff @( posedge clk_i )
  begin
    if( we_b )begin
      if( flag )
        memory[sorted_word] <= temp_word;
      else
        memory[sorted_word] <= memory[read_sort_word];end
    else
      if( re_b )
        if( sorted_word != read_sort_word )
          word <= memory[sorted_word];
  end
always_ff @( posedge clk_i )
  begin
    temp_word <= word;
  end
always_ff @( posedge clk_i )
  begin
    if( srst_i )
      read_sort_word <= '0;
    else
      begin
        if( state == INPUT_TRANS_S )
          read_sort_word <= '0;
        if( state == SORTING_DATA_S )
          begin
            if( read_sort_word < written_words )begin
              if( read_sort_word == sorted_word )
                read_sort_word <= read_sort_word + 1'(1);end
            else
              read_sort_word <= '0;
          end
        if( we_b && next_state == SORTING_DATA_S )
          begin
            if( read_sort_word < written_words )
              read_sort_word <= read_sort_word + 1'(1);
            else
              read_sort_word <= '0;
          end
      end
  end
always_ff @( posedge clk_i )
  begin
    if( srst_i )
      sorted_word <= '0;
    else
      begin
        if( state == INPUT_TRANS_S )
          sorted_word <= '0;
        if( state == SORTING_DATA_S && next_state == SORTING_DATA_S )
          begin
            if( sorted_word != read_sort_word )
              sorted_word <= sorted_word + 1'(1);
            else
              sorted_word <= '0;
          end
        else
          if( state == WRITE_TO_MEM_S )
            if( next_state != SORTING_DATA_S )
              sorted_word <= sorted_word + 1'(1);
            else
              sorted_word <= '0;
      end
  end
always_ff @( posedge clk_i )
  begin
    if( srst_i )
      src_valid_o <= 1'b0;
    else
      begin
        if( ( next_state == OUTPUT_TRANS_S ) || ( state == OUTPUT_TRANS_S ) )
          begin
            if( !src_endofpacket_o )
              src_valid_o <= 1'b1;
            else
              src_valid_o <= 1'b0;
          end
      end
  end
assign src_startofpacket_o = ( src_valid_o && ( read_words == 1 ) );
assign src_endofpacket_o   = ( src_valid_o && ( read_words == written_words ) && ( written_words != 0 ) );
always_ff @( posedge clk_i )
  begin
    if( srst_i )
      snk_ready_o <= 1'b0;
    else
      begin
        if( next_state == INPUT_TRANS_S )
          snk_ready_o <= 1'b1;
        else
          snk_ready_o <= 1'b0;
      end
  end
endmodule
```
==> reports/metrics.csv <==
metric,value,unit
clock tree root buffer cell,clkbuf_16,
crit path time final,4840,ps
Yosys chip area,6350,sq um
HPWL Detailed,10.7,mm
violation tally from detailed-route iteration zero,281,
Log Warnings,29,
status,"complete, no violations",
drt pass-1 iters,5,
Top Family by Delay on Critical Path,AND-OR/OR-AND gates,
area delta synth->final,12.4,%
CP Launch Type,register,
num rows,52,
Post-Synthesis Cell Area,6350,sq um
Final WS setup,1660,ps
fillers,1948,
largest net degree at the start of global routing,27,
RSZ-0062 raised after global routing,no,
Clock Latency Late Sink,360,ps
r2r setup slk,1660,ps
overall die area,21700,sq um
Max Cap Viol,0,
vias in the first global route,4459,
Post-synth EDFFs,72,
vias per inst,5.32,
post_cts resized,0,
Post-synth seq share,0.467,
Hold Fails Final Rpt,0,
Crit path depth,13,
WL per Instance,17.9,um
Synth cell types,63,
post-place setup slack,1670,ps
crit end category,register,
CP max stage delay,720,ps
"area leader, netlist",edfxtp_1,
WS Path Type,reg2reg,
vias,4413,
Mapped Cells,546,
TritonCTS Buffers,9,
setup bufs post-CTS,0,
yosys cell count,546,
CTS tree,yes,
CTS Hold Bufs,0,
total negative slack,0,ps
post-synthesis async set-or-reset flop share,0,
ys flops,112,
antenna-violating nets left,0,
"Clk pin slew, worst setup/hold paths",80,ps
first-pass GRT wire length,24.6,mm
total power,0.00158,W
antenna cells,0,
period utilization,0.745,
# IOs,22,
CP Max Fanout,13,
Final Max-Slew Violation Tally,0,
Final Setup Violations,0,
Routed WL,14.8,mm
Num Clock Sinks,112,
Overall Global Routing Usage,0.149,
H-tree depth,3,
Leak Pwr,2.27,nW
actual slew at the worst max-slew pin,1190,ps
top cells by area,"edfxtp_1, dfxtp_1, mux4_2, mux2i_1, ha_1",
area of the core,20500,sq um
Worst Path Required,6730,ps
fraction of layout cells with a size suffix above 1,0.148,
end of the worst register-to-register path,sorted_word[2]$_SDFFE_PP0N_,
critical path arrival,5070,ps
die x size,147,um
drc violations,0,
"Avg Cell Area, Syn",11.6,sq um
FMAX,0.207,GHz
reg2reg path depth,13,
Congestion Overflow GR,0,
worst-case clock buffer depth,2,
yosys warns,1,
Main synth FF type,edfxtp_1,
Dominant cell area share,0.341,
slew margin rel.,0.196,
Worst Setup EP,sorted_word[2]$_SDFFE_PP0N_,
initial antenna violation count,0,
Die Ht,147,um
fp_density,0.310,
CP Cell Sequence,buf_4 > mux4_2 > mux2_2 > o21ai_0 > ha_1 > and4_1 > nand2_1 > o31a_1 > o211ai_4 > or3_1 > a21oi_2 > a2bb2oi_2 > a211oi_1,
critical path buffer and inverter count,1,
Crit-path slowest cell,dfxtp_1,
gp weighted congestion,0.935,
Hold Path Class,reg2reg,
pwr dens,222,nW/um^2
buffers added on ports,19,
Layout Skew,11.9,ps
worst vdd ir,0.133,mV
## worst register-to-register path, cell delays in order (launching register included)
cell and delay (ps):
dfxtp_1 720, buf_4 390, mux4_2 530, mux2_2 290
o21ai_0 240, ha_1 290, and4_1 180, nand2_1 140
o31a_1 180, o211ai_4 130, or3_1 520, a21oi_2 560
a2bb2oi_2 360, a211oi_1 170
## layout make-up
cell class                      count  area (sq um)  share of cell area
Tap cell                          270           338              0.0473
Inverter                           24          90.1              0.0126
Clock buffer                        9           225              0.0316
Timing Repair Buffer               33           295              0.0414
Clock inverter                      7           101              0.0142
Sequential cell                   112          2960               0.415
Multi-Input combinational cell    374          3130               0.438
## Yosys cell counts (2+ instances only)
master     n
xor2_1     7
buf_2     10
ha_1      21
clkbuf_1  20
a32oi_1    2
a31oi_1    8
buf_6      2
o311a_1    3
buf_4      2
nand2b_1   3
mux2_2     7
and2_1     4
o31ai_1    3
o21ai_0   20
a21oi_1   32
a21o_1     6
xnor2_1    9
and3_1     2
a221oi_2   2
a211oi_1  15
nand3b_1   2
a211o_1    3
nor3_1    16
or3_1      3
a22o_1     3
a311oi_1   2
o31a_1     2
a221o_1    2
nand3_1   15
edfxtp_1  72
nand4_1    4
nor4_1     3
nor2b_1   14
nor2_1    39
inv_1     24
buf_1      2
mux2i_1   31
mux4_2    33
nand2_1   35
dfxtp_1   40
## cell usage in the layout (no fill, tap or decap), types with 3 or more instances in the layout
| cell type | instances |
|---|---|
| o21ai_0 | 20 |
| ha_1 | 21 |
| a211o_1 | 3 |
| nand3_1 | 15 |
| clkinv_8 | 4 |
| xor2_1 | 7 |
| nand2_1 | 35 |
| nand4_1 | 4 |
| clkdlybuf4s50_1 | 19 |
| mux2_2 | 7 |
| buf_4 | 14 |
| xnor2_1 | 9 |
| mux4_2 | 33 |
| o311a_1 | 3 |
| edfxtp_1 | 72 |
| nand2b_1 | 3 |
| nor4_1 | 3 |
| a22o_1 | 3 |
| and2_1 | 4 |
| clkbuf_16 | 9 |
| a21oi_1 | 32 |
| mux2i_1 | 31 |
| nor3_1 | 16 |
| inv_1 | 24 |
| or3_1 | 3 |
| nor2b_1 | 14 |
| dfxtp_1 | 40 |
| a31oi_1 | 8 |
| a21o_1 | 6 |
| o31ai_1 | 3 |
| a211oi_1 | 15 |
| nor2_1 | 39 |
## through the flow
stage                     instances  hold slack, ps  cell area, sq um  utilization
after floorplan                 546             323              6350            -
after global placement          813             325              6810        0.332
after detailed placement        813             333              6810        0.332
after CTS                       829             345              7140        0.348
after global routing            829             366              7140        0.348
final                           829             343              7140        0.348
## how the worst min path moves through the flow
stage	startpoint	endpoint	slack [ps]	depth (start not counted)
after CTS	word[1]$_DFFE_PP_	temp_word[1]$_DFF_P_	350	0
after global routing	word[3]$_DFFE_PP_	temp_word[3]$_DFF_P_	370	0
final	word[1]$_DFFE_PP_	temp_word[1]$_DFF_P_	340	0
## metal layers
metal / vias up / part of all wire / global-route usage
met5: - / 0 / 0
met4: 0 / 0.017 / 0.0211
met3: 18 / 0.074 / 0.0476
met2: 162 / 0.47 / 0.236
met1: 2136 / 0.43 / 0.213
li1: 2097 / - / -
## logic make-up after synthesis
logic type               after synthesis  synth area share
buffers and inverters                 60            0.0410
flip-flops                           112             0.467
multiplexers                          71             0.178
XOR/XNOR                              16            0.0221
AND-OR/OR-AND                        117             0.135
adder cells (fa/ha/maj)               21            0.0414
AND/OR/NAND/NOR                      149             0.116
## power breakdown
part           switching [W]  internal [W]
Combinational       0.000116     0.0000909
Clock               0.000300      0.000283
Sequential         0.0000163      0.000777
## state kept, by name (all words and copies together), names as in the netlist, named ones only
name,flops
temp_word,6
state,5
flag,1
src_data_o,6
read_words,5
memory,60
src_valid_o,1
read_sort_word,5
written_words,5
snk_ready_o,1
sorted_word,5
word,6
Power and IR drop assume default switching activity.
