## design/flow/design.v

```verilog
module fifo #(
  parameter DWIDTH             = 16,
  parameter AWIDTH             = 5,
  parameter SHOWAHEAD          = 1,
  parameter ALMOST_FULL_VALUE  = 29,
  parameter ALMOST_EMPTY_VALUE = 3,
  parameter REGISTER_OUTPUT    = 0
)(
  input  logic                clk_i,
  input  logic                srst_i,
  input  logic  [DWIDTH-1:0]  data_i,
  input  logic                wrreq_i,
  input  logic                rdreq_i,
  output logic  [DWIDTH-1:0]  q_o,
  output logic                empty_o,
  output logic                full_o,
  output logic  [AWIDTH:0]    usedw_o,
  output logic                almost_full_o,
  output logic                almost_empty_o
);
logic [DWIDTH-1:0] memory       [2**AWIDTH-1:0];
logic [AWIDTH-1:0] temp_rd;
logic [AWIDTH-1:0] temp_wr;
logic              temp_empty1;
logic              temp_empty2;
logic [AWIDTH:0]   use_dw       = '0;
logic              q_flag       = 1'b0;
always_ff @( posedge clk_i )
  begin
    if( wrreq_i && !full_o )
      begin
        if( rdreq_i )
          begin
            if( temp_wr == temp_rd )
              begin
                if( empty_o )
                  memory[temp_wr] <= data_i;
              end
            else
              memory[temp_wr] <= data_i;
          end
        else
          memory[temp_wr] <= data_i;
      end
  end
always_ff @( posedge clk_i )
  begin
    if( srst_i )
      q_flag <= 1'b1;
    else
      if( !almost_empty_o )
        q_flag <= 1'b0;
  end
assign q_o = ( empty_o ) ? ( ( q_flag ) ? ( 'x ) : ( '0 ) ) : ( memory[temp_rd] );
always_ff @( posedge clk_i )
  begin
    if( srst_i )
      temp_rd <= '0;
    else
      begin
        if( rdreq_i && !empty_o )
          temp_rd <= temp_rd + 1'(1);
      end
  end
always_ff @( posedge clk_i )
  begin
    if( srst_i )
      temp_wr <= '0;
    else
      begin
        if( wrreq_i && !full_o )
          begin
            if( rdreq_i )
              begin
                if( temp_wr == temp_rd )
                  begin
                    if( empty_o )
                      temp_wr <= temp_wr + 1'(1);
                  end
                else
                  temp_wr <= temp_wr + 1'(1);
              end
            else
              temp_wr <= temp_wr + 1'(1);
          end
      end
  end
always_ff @( posedge clk_i )
  begin
    if( srst_i )
      use_dw <= '0;
    else
      begin
        if( !( wrreq_i && !full_o ) || !( rdreq_i && !empty_o ))
          begin
            if( wrreq_i && !full_o )
              use_dw <= use_dw + 1'(1);
            else if( rdreq_i && !empty_o )
              use_dw <= use_dw - 1'(1);
          end
      end
  end
assign usedw_o = use_dw;
assign temp_empty1 = ( usedw_o == 0 );
always_ff @( posedge clk_i )
  begin
    if( srst_i )
      temp_empty2 <= 1'b1;
    else
      temp_empty2 <= temp_empty1;
  end
assign empty_o = ( temp_empty1 || temp_empty2 );
assign full_o  = ( usedw_o == 2 ** AWIDTH );
assign almost_empty_o = ( usedw_o < ALMOST_EMPTY_VALUE );
assign almost_full_o  = ( usedw_o >= ALMOST_FULL_VALUE );
endmodule
```

## design/flow/run.sh

```bash
#!/bin/bash
# OpenROAD 26Q1-2900-gdf79404cd8, Yosys 0.63+post, stock flow scripts
make -C /OpenROAD-flow-scripts/flow DESIGN_CONFIG=/design/flow/config.mk WORK_HOME=/design/flow/orfs finish
```

## design/flow/constraint.sdc

```tcl
current_design fifo

set clk_period 11.3
set clk_io_pct 0.2

create_clock -name clk0 -period $clk_period [get_ports {clk_i}]

set non_clock_inputs [all_inputs -no_clocks]
set_input_delay [expr $clk_period * $clk_io_pct] -clock clk0 $non_clock_inputs
set_output_delay [expr $clk_period * $clk_io_pct] -clock clk0 [all_outputs]
```

## design/flow/config.mk

```make
export PLATFORM = sky130hd
export DESIGN_NAME = fifo
export DESIGN_NICKNAME = fifo
export VERILOG_FILES = /design/flow/design.v
export SDC_FILE = /design/flow/constraint.sdc
export NUM_CORES = 4
export LEC_CHECK = 1
export CORE_UTILIZATION = 50
```

==> results.yml <==
# flow metrics
clocking:
  post_cts_resized: 0
  ctsHoldBuffers: 0
  clockBufferDepth: 3
  post_cts_buffers: 0
  clk_pin_slew_ns: 0.06
  clockRootBuffer: "clkbuf_16"
  cts_tree: "done"
  clock_latency_ns: 0.59
  htreeDepth: 2
  cts_made_buffers: 52
  cts.sink_count: 534
worst_setup_path:
  crit_slowest_cell: "dfxtp_4"
  cp.required_ns: 9.04
  arrival_ns: 4.20
  worstPathMaxFanout: 31
  end_kind: "output pin"
  reg2reg_from: "temp_wr[2]$_SDFFE_PP0P_"
  crit_path_frequent_cell: "buf_4"
  worstSetupPathType: "reg2out"
  critPathLaunchType: "flop"
  slowest_delay_ns: 0.64
  crit_chain: "buf_4, buf_4, mux4_2, mux2i_1, a211o_1, a31oi_1, clkdlybuf4s50_1"
drt:
  dr.pass1.iters: 5
  post-route-drc-count: 0
  vias: 9887
  dr.first_iter.drc_count: 484
  drt_wl_total_microns: 45800
  via_per_inst: 6.00
  ant_nets: 0
  wire_per_inst_microns: 27.8
final_timing:
  finClkSkew_ns: 0.0229
  timing.slew.headroom_pct: 36.6
  tightest_slew_ns: 0.947
  setup_viol: 0
  setup_tns_ns: 0
  rsz0062_at_grt: "no"
  hold_viol_final: 0
  fin_crit_ns: 6.46
  slew_viol_final: 0
  fmax_mhz: 155
  finalCritPeriodShare_pct: 57.2
  fin_hold_ws_ns: 0.564
die:
  initCoreUtil_pct: 50.8
  rows: 74
  dieArea_sq_um: 42300
  die_y_microns: 206
  core_area_sq_um: 40800
  die_w_microns: 206
  ioPinCount: 46
yosys:
  edf_count: 512
  top_area_share_pct: 74.1
  async_flop_share_pct: 0
  netlist_instances: 963
  yosysTopAreaCell: "edfxtp_1"
  yosysWarnings: 1
  ys_cells: 963
  avgSynthCellArea_sq_um: 21.5
  synthFlopType: "edfxtp_1"
  synth_cell_types: 51
  syn_area_sq_um: 20700
  ys.flops: 534
  yosysChipArea_sq_um: 20700
  area_leaders: "edfxtp_1 74%, mux4_2 14%, dfxtp_1 2.1%"
  ys_seq_share_pct: 76.2
global_route:
  antenna_found_initial: 0
  grt_first_pass_wirelength_microns: 68000
  grtUsageTotal_pct: 25.7
  grt.overflow.total: 0
  grt_max_degree: 41
  first_global_vias: 10600
worst_hold_path:
  hp-class: "reg2reg"
  worstHoldStart: "use_dw[4]$_SDFFE_PP0P_"
layout:
  lay_top_count: "edfxtp_1"
  areaGrowthSynthToFinish_pct: 14.3
  drive_gt1_share_pct: 26.0
  final_cell_mix: "512 x edfxtp_1, 128 x mux4_2, 63 x buf_4"
job:
  tool_warnings: 28
  maxCapViolCount: 0
placed_design:
  gp_congestion: 0.884
  place_hpwl_microns: 26400
  portBuffers: 45
pwr:
  ir_worst_vdd_v: 0.000166
  p_leak_nw: 7.36
  p_per_area_nw_per_um2: 199
status:
  outcome: "finished, final reports clean"
[metrics by stage]
step	instance area [sq um]	utilization, %	total power, mW	instances	worst slack [ns]
global route	23700	58.1	4.91	1647	4.67
detailed placement	22000	54.0	3.07	1551	5.52
finish	23700	58.1	4.73	1648	4.84
CTS	23700	58.1	4.77	1647	4.87
floorplan	20700	-	2.79	963	7.24
global placement	22000	54.0	3.08	1551	5.50
[final timing paths]
check	endpoint	slack, ns	cells past startpoint
setup reg to reg	memory[29][10]$_DFFE_PP_	8.26	6
hold reg to reg	use_dw[4]$_SDFFE_PP0P_	0.56	2
setup / recovery	q_o[5]	4.84	7
hold / removal	use_dw[4]$_SDFFE_PP0P_	0.56	2
[flip-flops by register name, indices dropped and copies added, names as in the netlist, named ones only]
signal	count
use_dw	6
temp_empty2	1
temp_rd	5
temp_wr	5
memory	512
[cell type report]
class	count	area [sq um]
clock inverter	34	314
multi-input combinational	370	4590
fill	2882	17100
sequential	534	15800
antenna	1	2.50
inverter	7	26.3
tap	532	666
timing repair buffer	108	923
clock buffer	62	1360
[report_power, final]
part	switching, mW	internal [mW]	leakage, nW	total [mW]
Sequential	0.0563	2.22	4.79	2.28
Combinational	0.378	0.374	1.74	0.752
Clock	0.703	0.993	0.826	1.70
Total	1.14	3.59	7.36	4.73
[Yosys cell counts, types with 10 or more instances]
| cell type | n |
|---|---|
| o22ai_1 | 16 |
| mux2i_1 | 21 |
| a22oi_1 | 32 |
| buf_2 | 11 |
| nand2_1 | 11 |
| buf_4 | 15 |
| buf_6 | 10 |
| edfxtp_1 | 512 |
| dfxtp_1 | 22 |
| nor2_1 | 52 |
| mux4_2 | 128 |
| a31oi_1 | 16 |
| a211o_1 | 16 |
| clkbuf_1 | 13 |
[cells by family (layout without fill, tap and decap cells)]
kind of cell | after synthesis | in the layout | share of synthesized area, %
AOI/OAI and AO/OA | 99 | 99 | 3.52
buffers and inverters | 59 | 211 | 1.77
adders and majority gates | 10 | 10 | 0.639
muxes | 151 | 151 | 15.0
other | 0 | 1 | 0
DFF | 534 | 534 | 76.2
and+or+nand+nor | 96 | 96 | 2.19
xor gates and xnor gates | 14 | 14 | 0.627
[layer usage]
layer / routed length [microns] / GRT usage (%) / part of all wire [%] / vias to the layer above
li1: - / - / - / 4273
met1: 15900 / 37.8 / 35 / 4995
met2: 22100 / 37.0 / 48 / 541
met3: 6400 / 15.4 / 14 / 76
met4: 1320 / 5.58 / 2.9 / 2
met5: 86 / 1.67 / 0.19 / -
[worst max-delay path, delay by kind of cell, from the launching register on]
kind            cells  cell delay (ns)
mux                 2             0.44
compound gates      2             0.83
buf+inv             3             1.66
flops               1             0.64
Power figures rest on the tool's default switching activity, not on a simulated workload.
